File: /design/flow/design.v
module ALUdec(
  input [5:0] funct, opcode,
  output reg [3:0] ALUop
);
    always @(*) begin
        case (opcode)
        6'b000000:
            case (funct)
            6'b000000:   ALUop = 4'd8;
            6'b000010:   ALUop = 4'd9;
            6'b000011:   ALUop = 4'd10;
            6'b000100:  ALUop = 4'd8;
            6'b000110:  ALUop = 4'd9;
            6'b000111:  ALUop = 4'd10;
            6'b100001:  ALUop = 4'd0;
            6'b100011:  ALUop = 4'd1;
            6'b100100:   ALUop = 4'd4;
            6'b100101:    ALUop = 4'd5;
            6'b100110:   ALUop = 4'd6;
            6'b100111:   ALUop = 4'd11;
            6'b101010:   ALUop = 4'd2;
            6'b101011:  ALUop = 4'd3;
            default:ALUop = 4'd15;
            endcase
        6'b100000,6'b100001,6'b100011,6'b100100,6'b100101,6'b101000,6'b101001,6'b101011,
        6'b001001: ALUop = 4'd0;
        6'b001111:   ALUop = 4'd7;
        6'b001010:  ALUop = 4'd2;
        6'b001011: ALUop = 4'd3;
        6'b001100:  ALUop = 4'd4;
        6'b001101:   ALUop = 4'd5;
        6'b001110:  ALUop = 4'd6;
        default:ALUop = 4'd15;
        endcase
    end
endmodule
File: /design/flow/run.sh
#!/bin/bash
# OpenROAD 26Q1-2900-gdf79404cd8, Yosys 0.63+post, stock flow scripts
make -C /OpenROAD-flow-scripts/flow DESIGN_CONFIG=/design/flow/config.mk WORK_HOME=/design/flow/orfs finish
File: /design/flow/config.mk
export PLATFORM = sky130hd
export DESIGN_NAME = ALUdec
export DESIGN_NICKNAME = ALUdec
export VERILOG_FILES = /design/flow/design.v
export SDC_FILE = /design/flow/constraint.sdc
export NUM_CORES = 4
export LEC_CHECK = 1
export CORE_AREA = 10 10 70 70
export DIE_AREA = 0 0 80 80
File: /design/flow/constraint.sdc
current_design ALUdec

set clk_period 3.0
set clk_io_pct 0.2

create_clock -name clk0 -period $clk_period

set non_clock_inputs [all_inputs -no_clocks]
set_input_delay [expr $clk_period * $clk_io_pct] -clock clk0 $non_clock_inputs
set_output_delay [expr $clk_period * $clk_io_pct] -clock clk0 [all_outputs]
==> run_results.csv <==
group,metric,value,unit
run_status,status,"complete, no violations",
placement,placed_area,619.3,µm²
route,antenna_cells,0,
grt,grt_max_degree,11,
worst_hold_path,hold_class,"in -> out",
floorplan,chip_area,0.006400,mm²
placement,port-buffer-count,16,
logic_synthesis,synth_stat.cells,61,
final_timing,fin_crit_sh,0.9650,
floorplan,dieHeight,80,µm
final_timing,drv_slew,0,
logic_synthesis,fa_ha_area_frac,0.1212,
route,drc,0,
final_layout,syn_to_final_growth,53.94,%
floorplan,core_area,0.003416,mm²
final_layout,seqCellArea,0,µm²
power_and_ir_drop,max-vdd-ir-drop,0.01399,mV
setup_path,cpMostUsedCell,"clkdlybuf4s50_1",
placement,place.gp.congestion,0.7391,
logic_synthesis,synthCells,61,
final_timing,hold_slack,2.019,ns
final_layout,clkbuf_count,0,
route,via_count,497,
flow_run,drv_cap,0,
logic_synthesis,synth_area,412.9,µm²
logic_synthesis,ys_types,33,
setup_path,crit_path_max_incr_delay,0.49,ns
setup_path,worstSetupPathType,"in -> out",
route,dr.pass1.iters,4,
setup_path,cpLargestDelayFamily,"buffers and inverters",
final_timing,rsz0062_at_grt,"no",
clocking,postCtsHoldBufs,0,
floorplan,ios,16,
route,wl_per_cell,9.557,µm
setup_path,slowest_stage,"or4b_1",
final_timing,hold_viol_final,0,
logic_synthesis,largest_area_cell,"ha_1",
final_timing,period_minus_slack,2.895,ns
floorplan,initial_core_util,0.1209,
final_timing,timing.setup.tns,0,ns
floorplan,rows,21,
route,viasPerCell,4.074,
final_layout,layout_top_cells,"clkdlybuf4s50_1, nor2_1, o21ai_0",
logic_synthesis,postSynthSeqShare,0,
grt,antenna_found_initial,0,
placement,dp.cells,122,
clocking,post_cts_buffers,0,
grt,grt_overflow,0,
final_layout,final_area,635.6,µm²
final_layout,stdcell_count,122,
power_and_ir_drop,p_leak,0.0002732,µW
logic_synthesis,yosys_area,412.9,µm²
grt,first_global_vias,411,
logic_synthesis,simple_gate_share,0.4061,
setup_path,path_buffers,3,
setup_path,required,2.40,ns
logic_synthesis,syn_avg_cell_area,6.769,µm²
logic_synthesis,ys_sh_mux,0.04848,
grt,grt_pass1_wl,1863,µm
final_timing,relSlewSlack,0.8190,
logic_synthesis,logic_family,"simple AND/OR/NAND/NOR gates",
final_timing,fmaxAchievable,345.4,MHz
logic_synthesis,top_cell_area_share,0.1212,
flow_run,warning_count,35,
setup_path,worst-endpoint-arrival,2.30,ns
route,ant_nets,0,
setup_path,critPathCaptureType,"output port",
route,wirelength,1166,µm
logic_synthesis,xor_share,0,
route,drt-initial-drc-count,63,
floorplan,die_w,80,µm
logic_synthesis,ys_sh_aoi,0.3061,
setup_path,crit_chain,"clkdlybuf4s50_1 > buf_4 > or4b_1 > nand3_1 > nand4b_1 > clkdlybuf4s50_1",
logic_synthesis,yosysWarnings,1,
final_layout,final_common_cell,"clkdlybuf4s50_1",
power_and_ir_drop,power.density,108.1,mW/mm²
grt,grt_util_all_layers,0.03279,
placement,hpwlAfterDp,983.1,µm
setup_path,cp-start-kind,"primary input",
logic_synthesis,synthTopCellsByArea,"ha_1, nor2_1, nand2b_1",
setup_path,cp_max_fo,10,
final_timing,worst_pin_slew,0.2706,ns
final_layout,n_sequential_cell,0,
final_timing,finalSetupViolCount,0,
final_layout,drive_gt1_frac,0.07895,
## cell usage after synthesis (2+ instances only)
master / number
a21oi_1: 3
ha_1: 4
mux2i_1: 2
nand3_1: 3
nand2b_1: 4
inv_1: 4
nand3b_1: 3
nand2_1: 2
o21ai_0: 5
o21ai_1: 2
nor2_1: 7
## power by group
group	internal (µW)	switching [µW]
registers	0	0
clock network	0	0
logic	38.6	30.1
total	38.6	30.1
## tightest hold or removal path, stage by stage
cell and delay [ns]:
dlymetal6s2s_1 0.18, nand3b_1 0.15, nand3_1 0.08, clkdlybuf4s50_1 0.41
## layer usage
layer  share of wire  global-route usage
met5               0                   0
met4               0                   0
met3           0.069            0.003409
met2            0.46             0.05377
met1            0.47             0.04746
## cells by family after synthesis
family | Yosys count
AND/OR/NAND/NOR | 28
AND-OR/OR-AND | 19
buffers and inverters | 8
adder cells (fa/ha/maj) | 4
multiplexers | 2
## repair_timing
| item | in CTS | in global routing |
|---|---|---|
| gates cloned | 0 | 0 |
| endpoints found under the setup margin | 1 | 4 |
| gates resized | 1 | 5 |
| endpoints found under the hold margin | 0 | 0 |
## per-stage QoR
step | utilization | setup WS, ns | total power, µW
floorplan | - | 1.074 | 33.88
global placement | 0.1813 | 0.0002058 | 68.30
detailed placement | 0.1813 | 0.006464 | 69.08
CTS | 0.1810 | 0.01101 | 69.05
global route | 0.1861 | 0.02747 | 76.92
finish | 0.1861 | 0.1049 | 68.68
## final timing paths
kind | start | to | slack [ns] | cells past startpoint
worst max-delay path | opcode[5] | ALUop[0] | 0.10 | 6
worst min-delay path | opcode[1] | ALUop[1] | 2.02 | 4
## area by class of cell
| type | count | area (µm²) |
|---|---|---|
| fill | 381 | 2780 |
| tap | 46 | 57.56 |
| timing repair buffer | 19 | 191.4 |
| inverter | 4 | 15.01 |
| multi-input combinational | 53 | 371.6 |
Power figures rest on the tool's default switching activity, not on a simulated workload.
