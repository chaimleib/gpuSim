$ cat /design/flow/design.v
module ALU(
    input [31:0] A,B,
    input [3:0] ALUop,
    output reg [31:0] Out
);
    always @(*) begin
        case (ALUop)
        4'd0:  Out = A + B;
        4'd1:  Out = A - B;
        4'd2:   Out = $signed(A) < $signed(B); 
        4'd3:  Out = A<B;
        4'd4:   Out = A&B;
        4'd5:    Out = A|B;
        4'd6:   Out = A^B;
        4'd7:   Out = {B[15:0], 16'h0000};  
        4'd8:   Out = B<<A;
        4'd9:   Out = B>>A;
        4'd10:   Out = $signed(B)>>>A;
        4'd11:   Out = ~(A | B);
        4'd15:   Out = 0;
        default:    Out = 0;
        endcase
    end
endmodule
$ cat /design/flow/run.sh
#!/bin/bash
# OpenROAD 26Q1-2900-gdf79404cd8, Yosys 0.63+post, stock flow scripts
make -C /OpenROAD-flow-scripts/flow DESIGN_CONFIG=/design/flow/config.mk WORK_HOME=/design/flow/orfs finish
$ cat /design/flow/config.mk
export PLATFORM = sky130hd
export DESIGN_NAME = ALU
export DESIGN_NICKNAME = ALU
export VERILOG_FILES = /design/flow/design.v
export SDC_FILE = /design/flow/constraint.sdc
export NUM_CORES = 4
export LEC_CHECK = 1
export CORE_UTILIZATION = 40
$ cat /design/flow/constraint.sdc
current_design ALU

set clk_period 14.4
set clk_io_pct 0.2

create_clock -name clk0 -period $clk_period

set non_clock_inputs [all_inputs -no_clocks]
set_input_delay [expr $clk_period * $clk_io_pct] -clock clk0 $non_clock_inputs
set_output_delay [expr $clk_period * $clk_io_pct] -clock clk0 [all_outputs]
==> impl_metrics.csv <==
group,metric,value,unit
status,status,"complete, no violations",
sta,hold_viol_final,0,
synthesis,synth_area,0.00971,mm^2
final_layout,area_delta_synth_final,11.2,%
placed_design,dpl.hpwl,40900,um
final_layout,fin_util,45.7,%
run,maxCapViolCount,0,
sta,tightest_slew,1150,ps
synthesis,ys_warn_count,1,
die,dieArea,0.0249,mm^2
cts,cts_hold_buffers,0,
synthesis,area_leaders,"ha_1 12%, o21ai_0 7.4%, nand2_1 7.4%",
synthesis,yosysChipArea,0.00971,mm^2
detailed_routing,avgRoutedWirePerCell,28.3,um
placed_design,portBuffers,100,
placed_design,dp_cells,1845,
final_layout,nClkBuffers,0,
placed_design,gp_congestion,1.12,
synthesis,syn_inst,1518,
sta,setup_violations,0,
run,warning_count,96,
final_layout,flop_area,0,um^2
synthesis,ys_types,89,
cts,cts_resized,0,
worst_setup_path,path_cells,"buf_4 > buf_4 > inv_1 > ha_1 > fa_1 > o21bai_2 > a2111oi_1 > o41ai_2 > a31oi_2 > o211ai_2 > a21o_1 > and4_1 > o21ai_1 > and3_1 > o311ai_1 > clkdlybuf4s50_1",
global_routing,antenna_found_initial,3,
sta,relSlewSlack,23.2,%
worst_setup_path,path_class,"input port to output pin",
worst_hold_path,hold_class,"input port to output pin",
worst_setup_path,cpPeakStageDelay,550,ps
detailed_routing,first_pass_iters,6,
final_layout,lay_top_cells,"191 x nand2_1, 144 x o21ai_0, 143 x a21oi_1",
global_routing,grt_max_degree,71,
die,chipHeight,158,um
detailed_routing,drt-initial-drc-count,1340,
global_routing,grt_pass1_vias,11228,
die,core,0.0236,mm^2
final_layout,nFlopsAndLatches,0,
power,power.internal,149,uW
detailed_routing,ant_nets,0,
synthesis,ys_seq_share,0,%
synthesis,yosysTopAreaCell,"ha_1",
synthesis,syn_avg_cell_area,6.40,um^2
die,fp-row-count,56,
sta,finalCriticalPeriod,10940,ps
sta,rsz0062_at_grt,"false",
worst_setup_path,cp-end-kind,"output pin",
global_routing,grt_pass1_wl,76100,um
sta,post-route-period-util,76.0,%
sta,fin_setup_tns,0,ps
worst_setup_path,crit_slowest_cell,"buf_4",
power,switching_share,61.9,%
sta,clock.fmax,91.4,MHz
worst_setup_path,worstPathMaxFanout,47,
die,die_w,158,um
worst_setup_path,cp.required,11520,ps
power,p_total,390,uW
global_routing,grt_use_total,42.6,%
final_layout,drive_above_1_share,7.21,%
global_routing,grt_overflow,0,
die,pin_count,100,
cts,cts_setup_buffers,0,
power,switchingPower,241,uW
detailed_routing,viasPerCell,6.82,
final_layout,lay_top_count,"nand2_1",
detailed_routing,wl,52200,um
power,leakagePower,4.38,nW
power,ir_drop,0.0000226,V
die,initCoreUtil,41.1,%
detailed_routing,vias,12597,
final_layout,final_cells,1847,
detailed_routing,post-route-drc-count,0,
sta,whs,6790,ps
power,power_density,36.1,mW/mm^2
synthesis,top_area_share,12.4,%
worst_hold_path,hold_depth,6,
worst_setup_path,critPathMostFrequentCell,"buf_4",
worst_setup_path,critPathLaunchType,"input port",
worst_setup_path,arrival,8060,ps
sta,maxSlewViolCount,0,
synthesis,ys_cells,1518,
cell type report:
class | count | area, um^2
fill | 2527 | 12800
timing repair buffer | 131 | 1210
inverter | 102 | 383
tap | 319 | 399
multi-input combinational | 1293 | 8790
antenna | 2 | 5.00
metal layers:
| metal | global-route usage (%) | routed length [um] |
|---|---|---|
| met2 | 62.0 | 22200 |
| met4 | 22.9 | 3360 |
| met1 | 59.6 | 21400 |
| met3 | 7.58 | 5210 |
| met5 | 0 | 11 |
final timing paths:
check             slack [ps]  from      end
setup / recovery        3460  A[0]  Out[28]
hold / removal          6790  A[3]   Out[4]
critical path: cells and delay by family:
kind | cells | cell delay, ps
fa+ha+maj | 2 | 750
buf+inv | 4 | 1880
compound gates | 8 | 2040
simple gates | 2 | 460
logic make-up after synthesis:
logic type | count (synthesis) | share of synthesized area, %
AOI/OAI and AO/OA | 573 | 39.1
and+or+nand+nor | 513 | 24.1
buffers and inverters | 225 | 9.66
muxes | 103 | 13.8
adders and majority gates | 98 | 12.8
xor gates and xnor gates | 6 | 0.541
power by group through the flow:
stage	logic (mW)	registers (mW)	clock network, mW
5_1_grt	0.417	0	0
4_1_cts	0.379	0	0
stage by stage:
step / setup WS (ps) / instance area [um^2]
floorplan: 5210 / 9710
global placement: 3670 / 10800
detailed placement: 3620 / 10800
CTS: 3610 / 10800
global route: 3260 / 10800
finish: 3460 / 10800
synth_stat cells, types with 7 or more instances:
cell       number
a2111oi_0       8
a211oi_1       27
a21o_1         12
a21oi_1       143
a221o_1        13
a221oi_1       36
a31oi_1        12
and3_1         13
buf_1          15
buf_2          24
clkbuf_1       73
ha_1           96
inv_1          96
mux2_2         17
mux2i_1        63
mux4_2         22
nand2_1       191
nand2b_1       19
nand3_1        37
nand4_1        11
nor2_1        143
nor2b_1        11
nor3_1         39
nor4_1         17
o2111ai_1       9
o211ai_1       24
o21ai_0       144
o21ai_1         7
o21bai_1        8
o221ai_1       20
o22ai_1        19
o31ai_1        11
Power and IR drop assume default switching activity.
